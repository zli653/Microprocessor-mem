==> design.v <==
module alu (A, B, Cin, Op, invA, invB, sign, Out, Zero, Ofl);
   parameter    N = 16;
   parameter    O = 3;
   input [N-1:0] A;
   input [N-1:0] B;
   input         Cin;
   input [O-1:0] Op;
   input         invA;
   input         invB;
   input         sign;
   output [N-1:0] Out;
   output         Ofl;
   output         Zero;
   wire s_ofl,us_ofl,int_ofl,s_int_ofl, dont_care;
   wire[N-1:0] InA,InB,rll,sll,rrr,srl,us_add,s_add,b_and,b_or,b_xor,final_add;
   assign InA = (invA == 1'b1) ? ~A : A;
   assign InB = (invB == 1'b1) ? ~B : B;
   barrelShifter b1 (.In(InA), .Cnt(InB[3:0]), .Op(2'b00), .Out(rll));
   barrelShifter b2 (.In(InA), .Cnt(InB[3:0]), .Op(2'b01), .Out(sll));
   barrelShifter b3 (.In(InA), .Cnt(InB[3:0]), .Op(2'b10), .Out(rrr));
   barrelShifter b4 (.In(InA), .Cnt(InB[3:0]), .Op(2'b11), .Out(srl));
   rca_16b r1 (.A(InA), .B(InB), .C_in(Cin), .C_out(us_ofl), .S(us_add));  
   rca_16b r2 (.A(InA), .B(InB), .C_in(Cin), .C_out(dont_care), .S(s_add)); 
   assign s_int_ofl = (InA[N] == InB[N]) ? 1'b1 : 1'b0;  
   assign s_int1_ofl = (InA[N] != s_add[N]) ? 1'b1 : 1'b0;  
   assign s_ofl = (s_int_ofl == s_int1_ofl) ? 1'b1 : 1'b0;
   assign final_add = (sign == 1'b1) ? s_add : us_add;  
   assign int_ofl = (sign == 1'b1) ? s_ofl : us_ofl;
   assign Ofl = (Op == 3'b100) ? int_ofl : 1'b0;  
   assign b_and = InA & InB;
   assign b_or = InA | InB;
   assign b_xor = InA ^ InB;
   assign Out = (Op == 3'b000) ? rll
   	      : (Op == 3'b001) ? sll
   	      : (Op == 3'b010) ? rrr
   	      : (Op == 3'b011) ? srl
   	      : (Op == 3'b100) ? final_add
   	      : (Op == 3'b101) ? b_and
   	      : (Op == 3'b110) ? b_or
   	      : (Op == 3'b111) ? b_xor
	      : 16'd0;
   assign Zero = (Out == 16'd0) ? 1'b1 : 1'b0;
endmodule
module barrelShifter (In, Cnt, Op, Out);
   parameter   N = 16;
   parameter   C = 4;
   parameter   O = 2;
   input [N-1:0]   In;
   input [C-1:0]   Cnt;
   input [O-1:0]   Op;
   output [N-1:0]  Out;
   wire[N-1:0] W,X,Y,Z,TMP,INT1,INT2,INT3;
   reverse x (.In(In), .Out(TMP));
   rotate_right a (.In(TMP), .Cnt(Cnt), .Out(INT3));
   reverse n (.In(INT3), .Out(W));
   left_shift b (.In(In), .Cnt(Cnt), .Fill(1'b0), .Out(X));
   rotate_right r (.In(In), .Cnt(Cnt), .Out(Y));
   left_shift d (.In(TMP), .Cnt(Cnt), .Fill(1'b0), .Out(INT2));
   reverse z (.In(INT2), .Out(Z));
   assign Out = (Op == 2'b00) ? W
	      : (Op == 2'b01) ? X
	      : (Op == 2'b10) ? Y
              : (Op == 2'b11) ? Z
	      : 16'd0;
endmodule
module fullAdder_1b(A, B, C_in, S, C_out);
    input  A, B;
    input  C_in;
    output S;
    output C_out;
    wire x0, x1, n0, c0, c1, c2;
    xor3
    	xo(.in1(A), .in2(B), .in3(C_in), .out(x1));
    not1
    	no(.in1(x1), .out(x0));
    nand3
        na(.in1(A), .in2(B), .in3(C_in), .out(n0));
    nand2
    	a0(.in1(x0), .in2(n0), .out(S)),
	a1(.in1(A), .in2(B), .out(c0)),
	a2(.in1(A), .in2(C_in), .out(c1)),
	a3(.in1(B), .in2(C_in), .out(c2));
    nand3
    	a4(.in1(c0), .in2(c1), .in3(c2), .out(C_out));
endmodule
module left_shift (In, Cnt, Fill, Out);
   parameter   N = 16;
   parameter   C = 4;
   parameter   O = 2;
   input [N-1:0]   In;
   input [C-1:0]   Cnt;
   input 	   Fill;
   output [N-1:0]  Out;
   wire [N-1:0]    INT1,INT2,INT3;
   mux2_1 m0 (Fill,  In[0], ~Cnt[0], INT1[0]);
   mux2_1 m1 (In[0],  In[1], ~Cnt[0], INT1[1]);
   mux2_1 m2 (In[1],  In[2], ~Cnt[0], INT1[2]);
   mux2_1 m3 (In[2],  In[3], ~Cnt[0], INT1[3]);
   mux2_1 m4 (In[3],  In[4], ~Cnt[0], INT1[4]);
   mux2_1 m5 (In[4],  In[5], ~Cnt[0], INT1[5]);
   mux2_1 m6 (In[5],  In[6], ~Cnt[0], INT1[6]);
   mux2_1 m7 (In[6],  In[7], ~Cnt[0], INT1[7]);
   mux2_1 m8 (In[7],  In[8], ~Cnt[0], INT1[8]);
   mux2_1 m9 (In[8],  In[9], ~Cnt[0], INT1[9]);
   mux2_1 m10 (In[9],  In[10], ~Cnt[0], INT1[10]);
   mux2_1 m11 (In[10],  In[11], ~Cnt[0], INT1[11]);
   mux2_1 m12 (In[11],  In[12], ~Cnt[0], INT1[12]);
   mux2_1 m13 (In[12],  In[13], ~Cnt[0], INT1[13]);
   mux2_1 m14 (In[13],  In[14], ~Cnt[0], INT1[14]);
   mux2_1 m15 (In[14],  In[15], ~Cnt[0], INT1[15]);
   mux2_1 m__0 (Fill,  INT1[0], ~Cnt[1], INT2[0]);
   mux2_1 m__1 (Fill,  INT1[1], ~Cnt[1], INT2[1]);
   mux2_1 m__2 (INT1[0],  INT1[2], ~Cnt[1], INT2[2]);
   mux2_1 m__3 (INT1[1],  INT1[3], ~Cnt[1], INT2[3]);
   mux2_1 m__4 (INT1[2],  INT1[4], ~Cnt[1], INT2[4]);
   mux2_1 m__5 (INT1[3],  INT1[5], ~Cnt[1], INT2[5]);
   mux2_1 m__6 (INT1[4],  INT1[6], ~Cnt[1], INT2[6]);
   mux2_1 m__7 (INT1[5],  INT1[7], ~Cnt[1], INT2[7]);
   mux2_1 m__8 (INT1[6],  INT1[8], ~Cnt[1], INT2[8]);
   mux2_1 m__9 (INT1[7],  INT1[9], ~Cnt[1], INT2[9]);
   mux2_1 m__10 (INT1[8],  INT1[10], ~Cnt[1], INT2[10]);
   mux2_1 m__11 (INT1[9],  INT1[11], ~Cnt[1], INT2[11]);
   mux2_1 m__12 (INT1[10],  INT1[12], ~Cnt[1], INT2[12]);
   mux2_1 m__13 (INT1[11],  INT1[13], ~Cnt[1], INT2[13]);
   mux2_1 m__14 (INT1[12],  INT1[14], ~Cnt[1], INT2[14]);
   mux2_1 m__15 (INT1[13],  INT1[15], ~Cnt[1], INT2[15]);
   mux2_1 m___0 (Fill,  INT2[0], ~Cnt[2], INT3[0]);
   mux2_1 m___1 (Fill,  INT2[1], ~Cnt[2], INT3[1]);
   mux2_1 m___2 (Fill,  INT2[2], ~Cnt[2], INT3[2]);
   mux2_1 m___3 (Fill,  INT2[3], ~Cnt[2], INT3[3]);
   mux2_1 m___4 (INT2[0],  INT2[4], ~Cnt[2], INT3[4]);
   mux2_1 m___5 (INT2[1],  INT2[5], ~Cnt[2], INT3[5]);
   mux2_1 m___6 (INT2[2],  INT2[6], ~Cnt[2], INT3[6]);
   mux2_1 m___7 (INT2[3],  INT2[7], ~Cnt[2], INT3[7]);
   mux2_1 m___8 (INT2[4],  INT2[8], ~Cnt[2], INT3[8]);
   mux2_1 m___9 (INT2[5],  INT2[9], ~Cnt[2], INT3[9]);
   mux2_1 m___10 (INT2[6],  INT2[10], ~Cnt[2], INT3[10]);
   mux2_1 m___11 (INT2[7],  INT2[11], ~Cnt[2], INT3[11]);
   mux2_1 m___12 (INT2[8],  INT2[12], ~Cnt[2], INT3[12]);
   mux2_1 m___13 (INT2[9],  INT2[13], ~Cnt[2], INT3[13]);
   mux2_1 m___14 (INT2[10],  INT2[14], ~Cnt[2], INT3[14]);
   mux2_1 m___15 (INT2[11],  INT2[15], ~Cnt[2], INT3[15]);
   mux2_1 m____0 (Fill,  INT3[0], ~Cnt[3], Out[0]);
   mux2_1 m____1 (Fill,  INT3[1], ~Cnt[3], Out[1]);
   mux2_1 m____2 (Fill,  INT3[2], ~Cnt[3], Out[2]);
   mux2_1 m____3 (Fill,  INT3[3], ~Cnt[3], Out[3]);
   mux2_1 m____4 (Fill,  INT3[4], ~Cnt[3], Out[4]);
   mux2_1 m____5 (Fill,  INT3[5], ~Cnt[3], Out[5]);
   mux2_1 m____6 (Fill,  INT3[6], ~Cnt[3], Out[6]);
   mux2_1 m____7 (Fill,  INT3[7], ~Cnt[3], Out[7]);
   mux2_1 m____8 (INT3[0],  INT3[8], ~Cnt[3], Out[8]);
   mux2_1 m____9 (INT3[1],  INT3[9], ~Cnt[3], Out[9]);
   mux2_1 m____10 (INT3[2],  INT3[10], ~Cnt[3], Out[10]);
   mux2_1 m____11 (INT3[3],  INT3[11], ~Cnt[3], Out[11]);
   mux2_1 m____12 (INT3[4],  INT3[12], ~Cnt[3], Out[12]);
   mux2_1 m____13 (INT3[5],  INT3[13], ~Cnt[3], Out[13]);
   mux2_1 m____14 (INT3[6],  INT3[14], ~Cnt[3], Out[14]);
   mux2_1 m____15 (INT3[7],  INT3[15], ~Cnt[3], Out[15]);
endmodule
module mux2_1(InA, InB, S, Out);
    input   InA, InB;
    input   S;
    output  Out;
    wire s0,a0,b0;
    not1 f (.in1(S), .out(s0));
    nand2 s (InA, s0, a0);
    nand2 t (InB, S, b0);
    nand2 fo (a0, b0, Out);
endmodule   
module nand2 (in1,in2,out);
    input in1,in2;
    output out;
    assign out = ~(in1 & in2);
endmodule
module nand3 (in1,in2,in3,out);
    input in1,in2,in3;
    output out;
    assign out = ~(in1 & in2 & in3);
endmodule
module not1 (in1,out);
    input in1;
    output out;
    assign out = ~in1;
endmodule
module rca_16b(A, B, C_in, S, C_out);
    parameter   N = 16;
    input [N-1:0] A, B;
    input          C_in;
    output [N-1:0] S;
    output         C_out;
    wire c0, c1, c2;
     rca_4b bits_0_3(A[3:0], B[3:0], C_in, S[3:0], c0); 
     rca_4b bits_4_7(A[7:4], B[7:4], c0, S[7:4], c1); 
     rca_4b bits_8_11(A[11:8], B[11:8], c1, S[11:8], c2); 
     rca_4b bits_12_15(A[15:12], B[15:12], c2, S[15:12], C_out); 
endmodule
module rca_4b(A, B, C_in, S, C_out);
    parameter   N = 4;
    input [N-1: 0] A, B;
	input          C_in;
    output [N-1:0] S;
    output         C_out;
    wire c0, c1, c2; 
    fullAdder_1b bit_0(A[0], B[0], C_in, S[0], c0);
    fullAdder_1b bit_1(A[1], B[1], c0, S[1], c1);
    fullAdder_1b bit_2(A[2], B[2], c1, S[2], c2);
    fullAdder_1b bit_3(A[3], B[3], c2, S[3], C_out);
endmodule
module reverse (In, Out);
	input[15:0] In;
	output[15:0] Out;
	assign Out[0] = In[15];
	assign Out[1] = In[14];
	assign Out[2] = In[13];
	assign Out[3] = In[12];
	assign Out[4] = In[11];
	assign Out[5] = In[10];
	assign Out[6] = In[9];
	assign Out[7] = In[8];
	assign Out[8] = In[7];
	assign Out[9] = In[6];
	assign Out[10] = In[5];
	assign Out[11] = In[4];
	assign Out[12] = In[3];
	assign Out[13] = In[2];
	assign Out[14] = In[1];
	assign Out[15] = In[0];
endmodule
module rotate_right (In, Cnt, Out);
   parameter   N = 16;
   parameter   C = 4;
   parameter   O = 2;
   input [N-1:0]   In;
   input [C-1:0]   Cnt;
   output [N-1:0]  Out;
   assign Out = (Cnt == 4'd0) ? In[15:0]
	      : (Cnt == 4'd1) ? {In[0],In[15:1]}
	      : (Cnt == 4'd2) ? {In[1:0],In[15:2]} 
	      : (Cnt == 4'd3) ? {In[2:0],In[15:3]}
	      : (Cnt == 4'd4) ? {In[3:0],In[15:4]}
	      : (Cnt == 4'd5) ? {In[4:0],In[15:5]}
	      : (Cnt == 4'd6) ? {In[5:0],In[15:6]}
	      : (Cnt == 4'd7) ? {In[6:0],In[15:7]}
	      : (Cnt == 4'd8) ? {In[7:0],In[15:8]}
	      : (Cnt == 4'd9) ? {In[8:0],In[15:9]}
	      : (Cnt == 4'd10) ? {In[9:0],In[15:10]}
	      : (Cnt == 4'd11) ? {In[10:0],In[15:11]}
	      : (Cnt == 4'd12) ? {In[11:0],In[15:12]}
	      : (Cnt == 4'd13) ? {In[12:0],In[15:13]}
	      : (Cnt == 4'd14) ? {In[13:0],In[15:14]}
	      : (Cnt == 4'd15) ? {In[14:0],In[15]}
	      : 16'd0;
endmodule
module xor3 (in1,in2,in3,out);
   input in1,in2,in3;
   output out;
   assign out = in1 ^ in2 ^ in3;
endmodule
==> run.sh <==
#!/bin/bash
# OpenROAD 26Q1-2900-gdf79404cd8, Yosys 0.63+post, stock flow scripts
make -C /OpenROAD-flow-scripts/flow DESIGN_CONFIG=/design/flow/config.mk WORK_HOME=/design/flow/orfs finish
==> config.mk <==
export PLATFORM = sky130hd
export DESIGN_NAME = alu
export DESIGN_NICKNAME = alu
export VERILOG_FILES = /design/flow/design.v
export SDC_FILE = /design/flow/constraint.sdc
export NUM_CORES = 4
export LEC_CHECK = 1
export CORE_UTILIZATION = 30
==> constraint.sdc <==
current_design alu

set clk_period 11.8
set clk_io_pct 0.2

create_clock -name clk0 -period $clk_period

set non_clock_inputs [all_inputs -no_clocks]
set_input_delay [expr $clk_period * $clk_io_pct] -clock clk0 $non_clock_inputs
set_output_delay [expr $clk_period * $clk_io_pct] -clock clk0 [all_outputs]
==> impl_metrics.yaml <==
# generated from flow reports
floorplan:
  die_w_um: 145
  core_area_um2: 19800
  fp-utilization: 0.310
  rows: 51
  ios: 57
  dieArea_um2: 21000
  die_y_um: 145
min_path:
  hp-class: "input port to primary output"
  worstHoldStart: "sign"
timing:
  rsz0062_at_grt: "true"
  relSlewSlack: 0.362
  layout_setup_ws_ns: -0.476
  post-route-period-util: 1.04
  max_slew.worst_pin.slew_ns: 0.930
  finalSetupViolCount: 2
  drv_slew: 0
  period_needed_ns: 12.28
  finalHoldViolCount: 0
  clock.fmax_mhz: 81.5
  timing.setup.tns_ns: -0.535
route:
  drt_iter0_markers: 1414
  antenna_cells: 0
  vias: 7806
  remaining_drc_errors: 0
  ant_nets: 0
  routedWlPerCell_um: 26.4
  via_per_inst: 6.74
  firstDrtPassIters: 9
  wirelength_mm: 30.6
global_route:
  antenna_found_initial: 0
  grt_pass1_wl_mm: 46.7
  grt_max_degree: 51
  grt_pass1_vias: 7372
  gr-total-overflow: 0
  grt_use_total: 0.292
setup_path:
  critPathLaunch: "B[0]"
  path_class: "input port to primary output"
  path_max_fanout: 4
  start_kind: "input port"
  cp.required_ns: 9.44
  end_kind: "primary output"
  worstPathArrival_ns: 9.92
final_layout:
  mostFrequentLayoutCells: "o22ai_1, buf_4, nor2_1"
  layout_top_cell: "o22ai_1"
  nClkBuffers: 0
  flops: 0
  final_area_um2: 7270
  drive_above_1_share: 0.181
  area_delta_synth_final_pct: 18.5
  ff_latch_area_um2: 0
  fin_util: 0.368
logic_synthesis:
  syn_inst: 857
  ys_sh_aoi: 0.360
  ys_sh_simple: 0.200
  ys_warn_count: 5
  yosys_cells: 857
  ys_sh_xor: 0.0999
  mux_share: 0.126
  ys_seq_frac: 0
  synth_cell_types: 74
  yosysChipArea_um2: 6140
  logic_family: "AND-OR/OR-AND gates"
  top_area_frac: 0.137
  adder_share: 0.110
  avgSynthCellArea_um2: 7.16
  largest_area_cell: "o22ai_1"
  syn_area_um2: 6140
  top_cells_by_area: "o22ai_1, mux2i_1, ha_1"
run_status:
  violations: "negative setup slack"
  status: "complete, but fails checks"
power:
  p_per_area_nw_per_um2: 63.4
  ir_worst_vdd_uv: 31.8
  p_leak_nw: 2.78
placed_design:
  place.gp.congestion: 1.06
  post-dp-hpwl_mm: 21.7
  placed_area_um2: 7160
  io_buffers: 57
cts:
  hold_buffers: 0
job:
  cap_viol_max_count: 0
  tool_warnings: 50
-- kinds of logic after synthesis --
family | after synthesis
simple gates | 233
compound gates | 318
xor+xnor | 64
buf+inv | 134
mux | 63
fa+ha+maj | 45
-- power breakdown --
group | switching (mW) | internal [mW]
clock | 0 | 0
sequential | 0 | 0
combinational | 0.277 | 0.184
total | 0.277 | 0.184
-- worst max-delay path, stage by stage --
cell and delay [ns]:
buf_12 0.12, xnor2_4 0.17, nand2_2 0.09, nand2_2 0.08, nand2_2 0.05, fa_2 0.35, fa_2 0.37, fa_2 0.39
fa_2 0.36, fa_2 0.34, fa_2 0.34, fa_2 0.36, fa_2 0.40, fa_2 0.36, fa_2 0.35, fa_2 0.36
fa_2 0.35, fa_2 0.35, fa_2 0.34, fa_1 0.46, a22oi_2 0.16, o22ai_1 0.09, a21oi_1 0.15, a31oi_1 0.08
a2bb2oi_2 0.18, or4_1 0.53, nor4_2 0.24, buf_2 0.13
-- synth_stat cells (4+ instances only) --
cell type	number
o22ai_1	134
nor2_1	53
mux2i_1	49
a21oi_1	48
nand2_1	40
xnor2_1	38
clkbuf_1	37
nor4_1	37
buf_2	34
inv_1	34
ha_1	30
nor3_1	30
xor2_1	22
o21ai_0	19
a31oi_1	16
nand3_1	16
fa_1	15
a22oi_2	13
nor2b_1	12
a22oi_1	11
buf_4	11
mux4_2	11
buf_1	10
or4_1	9
o221ai_1	8
a221oi_1	7
buf_6	7
nor3b_1	6
or2_2	6
a211oi_1	5
a2bb2oi_1	5
and3b_1	5
o211ai_1	5
a21o_1	4
-- routing by layer --
metal,up-vias,part of all wire,GRT usage
li1,3407,-,-
met1,3567,0.39,0.408
met2,657,0.41,0.414
met3,175,0.14,0.101
met4,0,0.062,0.105
met5,-,0,0
-- layout make-up --
type | instances | area (um2)
Fill cell | 2089 | 12500
Inverter | 35 | 131
Tap cell | 265 | 332
Timing Repair Buffer | 135 | 1170
Multi-Input combinational cell | 723 | 5640
-- final timing paths --
kind                  endpoint  cells past startpoint  slack, ns
worst min-delay path       Ofl                      4       5.77
worst max-delay path      Zero                     28      -0.48
-- what timing repair did --
| item | 4_1_cts | 5_1_grt |
|---|---|---|
| buffers inserted | 1 | 4 |
| pin swaps | 12 | 11 |
| gates cloned | 0 | 0 |
| setup endpoints to repair | 3 | 5 |
| gates resized | 18 | 26 |
-- per-stage QoR --
stage | hold WS, ns | power [mW] | std cells | setup WS, ns
2_1_floorplan | 4.88 | 0.276 | 857 | -0.245
6_report | 5.77 | 0.461 | 1158 | -0.476
3_3_place_gp | 5.77 | 0.438 | 1154 | -1.17
3_5_place_dp | 5.76 | 0.434 | 1154 | -1.22
4_1_cts | 5.77 | 0.440 | 1155 | -0.678
5_1_grt | 5.79 | 0.490 | 1158 | -0.738
Power is estimated from default activity; no workload was simulated.
