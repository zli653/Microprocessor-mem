`run.sh`:
```
#!/bin/bash
# OpenROAD 26Q1-2900-gdf79404cd8, Yosys 0.63+post, stock flow scripts
make -C /OpenROAD-flow-scripts/flow DESIGN_CONFIG=/design/flow/config.mk WORK_HOME=/design/flow/orfs finish
```
`config.mk`:
```
export PLATFORM = sky130hd
export DESIGN_NAME = idex
export DESIGN_NICKNAME = idex
export VERILOG_FILES = /design/flow/design.v
export SDC_FILE = /design/flow/constraint.sdc
export NUM_CORES = 4
export LEC_CHECK = 1
export CORE_UTILIZATION = 50
```
`constraint.sdc`:
```
current_design idex

set clk_period 1.2
set clk_io_pct 0.2

create_clock -name clk0 -period $clk_period [get_ports {clk}]

set non_clock_inputs [all_inputs -no_clocks]
set_input_delay [expr $clk_period * $clk_io_pct] -clock clk0 $non_clock_inputs
set_output_delay [expr $clk_period * $clk_io_pct] -clock clk0 [all_outputs]
```
`design.v`:
```
module dff (q, d, clk, rst);
    output         q;
    input          d;
    input          clk;
    input          rst;
    reg            state;
    assign #(1) q = state;
    always @(posedge clk) begin
      state = rst? 0 : d;
    end
endmodule
module dff_wrapper (q, d, en, clk, rst);
	output         q;
	input          d;
	input          clk;
	input          rst;
	input	       en;
	wire din;
	assign din = (en) ? d : q;
	dff d1 (.q(q),.d(din),.clk(clk),.rst(rst));
endmodule
module idex (
	InvA_toex, InvB_toex, Sign_toex, Cin_toex, Op_toex, PCInc_toex,
	ALUSrc2_toex, Btr_toex, ReadData2_toex, EffReadData1_toex,
	Imm_toex, DMemWrite_toex, DMemEn_toex, DMemDump_toex, PCtoReg_toex,
	MemtoReg_toex, Cond_toex, Set_toex, instructout, RegWrite_toex,RegDst_toex, Halt_toex, PCImm_toex, Lbi_toex, Slbi_toex,
	BrSel_toex,
	InvA, InvB, Sign, Cin, Op, Halt, PCInc, en, int_B_cmp, stall,
        ALUSrc2, Btr, ReadData2, EffReadData1,
        Imm, DMemWrite, DMemEn, DMemDump, PCtoReg,
        MemtoReg, Cond, Set, clk, En, rst, instructin, RegDst, RegWrite, PCImm, Lbi, Slbi, BrSel
	);
	output [15:0] ReadData2_toex, EffReadData1_toex, Imm_toex, instructout, PCInc_toex;
	output [2:0] Op_toex; 
	output [1:0] RegDst_toex;
	output  InvA_toex, InvB_toex, Sign_toex, Cin_toex,
        ALUSrc2_toex, Btr_toex, DMemWrite_toex, DMemEn_toex,
       	DMemDump_toex, PCtoReg_toex, MemtoReg_toex, Cond_toex, Set_toex,
	RegWrite_toex, Halt_toex, PCImm_toex, Lbi_toex, Slbi_toex;
	output [2:0] BrSel_toex; 
	input [15:0] ReadData2, EffReadData1, Imm, instructin, PCInc, int_B_cmp;
	input [2:0] Op;
	input [1:0] RegDst;
	input InvA, InvB, Sign, Cin, ALUSrc2, Btr, stall,
        DMemWrite, DMemEn, DMemDump, PCtoReg,
        MemtoReg, Cond, Set, clk, En, rst,
	RegWrite, Halt, en, Lbi, PCImm, Slbi;
	input [2:0] BrSel;
	wire [15:0] instructInt, ReadData2_int;
	wire RegWrite_toex_int;
	wire DMemWrite_toex_int;
	wire DMemEn_toex_int;
	wire Halt_toex_int;
	assign DMemEn_toex_int = DMemEn & En;
 	assign RegWrite_toex_int = En & RegWrite; 
 	assign DMemWrite_toex_int = En & DMemWrite; 
 	assign Halt_toex_int = Halt;
	assign ReadData2_int = stall ? int_B_cmp : ReadData2;
	reg_16b_wrapper r1(.writeData(ReadData2_int), .clk(clk), .rst(rst), .en(en|stall), .readData(ReadData2_toex));
	reg_16b_wrapper r2(.writeData(EffReadData1), .clk(clk), .rst(rst), .en(en), .readData(EffReadData1_toex));
	reg_16b_wrapper r3(.writeData(Imm), .clk(clk), .rst(rst), .en(en), .readData(Imm_toex));
	reg_16b_wrapper r4(.writeData(PCInc), .clk(clk), .rst(rst), .en(en), .readData(PCInc_toex));
	reg_16b_wrapper r5(.writeData(instructin), .clk(clk), .rst(rst), .en(en), .readData(instructInt));
	dff_wrapper df1(.q(InvA_toex), .d(InvA), .en(en), .clk(clk), .rst(rst));
	dff_wrapper df2(.q(InvB_toex), .d(InvB), .en(en), .clk(clk), .rst(rst));
	dff_wrapper df3(.q(Sign_toex), .d(Sign), .en(en), .clk(clk), .rst(rst));
	dff_wrapper df4(.q(Cin_toex), .d(Cin), .en(en), .clk(clk), .rst(rst));
	dff_wrapper df5(.q(ALUSrc2_toex), .d(ALUSrc2), .en(en), .clk(clk), .rst(rst));
	dff_wrapper df6(.q(Btr_toex), .d(Btr), .en(en), .clk(clk), .rst(rst));
	dff_wrapper df10(.q(DMemDump_toex), .d(DMemDump), .en(en), .clk(clk), .rst(rst));
	dff_wrapper df11(.q(PCtoReg_toex), .d(PCtoReg), .en(en), .clk(clk), .rst(rst));
	dff_wrapper df12(.q(MemtoReg_toex), .d(MemtoReg), .en(en), .clk(clk), .rst(rst));
	dff_wrapper df13(.q(Cond_toex), .d(Cond), .en(en), .clk(clk), .rst(rst));
	dff_wrapper df15(.q(Set_toex), .d(Set), .en(en), .clk(clk), .rst(rst));
	dff_wrapper df16(.q(Op_toex[0]), .d(Op[0]), .en(en), .clk(clk), .rst(rst));
	dff_wrapper df17(.q(Op_toex[1]), .d(Op[1]), .en(en), .clk(clk), .rst(rst));
	dff_wrapper df18(.q(Op_toex[2]), .d(Op[2]), .en(en), .clk(clk), .rst(rst));
	dff_wrapper df19(.q(RegDst_toex[0]), .d(RegDst[0]), .en(en), .clk(clk), .rst(rst));
	dff_wrapper df20(.q(RegDst_toex[1]), .d(RegDst[1]), .en(en), .clk(clk), .rst(rst));
	dff_wrapper df21(.q(DMemWrite_toex), .d(DMemWrite_toex_int), .en(en), .clk(clk), .rst(rst));
	dff_wrapper df22(.q(DMemEn_toex), .d(DMemEn_toex_int), .en(en), .clk(clk), .rst(rst));
	dff_wrapper df23(.q(RegWrite_toex), .d(RegWrite_toex_int), .en(en), .clk(clk), .rst(rst));
	dff_wrapper df24(.q(Halt_toex), .d(Halt_toex_int), .en(en), .clk(clk), .rst(rst));
	dff_wrapper df25(.q(PCImm_toex), .d(PCImm), .en(en), .clk(clk), .rst(rst));
	dff_wrapper df26(.q(Lbi_toex), .d(Lbi), .en(en), .clk(clk), .rst(rst));
	dff_wrapper df27(.q(Slbi_toex), .d(Slbi), .en(en), .clk(clk), .rst(rst));
	dff_wrapper df28(.q(BrSel_toex[0]), .d(BrSel[0]), .en(en), .clk(clk), .rst(rst));
	dff_wrapper df29(.q(BrSel_toex[1]), .d(BrSel[1]), .en(en), .clk(clk), .rst(rst));
	dff_wrapper df30(.q(BrSel_toex[2]), .d(BrSel[2]), .en(en), .clk(clk), .rst(rst));
	assign instructout =  (rst) ? 16'b0000100000000000 : instructInt;
endmodule
module reg_16b_wrapper (
           readData,
           clk, rst, writeData, en
           );
   input        clk, rst, en;
   input [15:0] writeData;
   output [15:0] readData;
   dff_wrapper b_0 (.d(writeData[0]), .clk(clk), .rst(rst), .q(readData[0]),.en(en));
   dff_wrapper b_1 (.d(writeData[1]), .clk(clk), .rst(rst), .q(readData[1]),.en(en));
   dff_wrapper b_2 (.d(writeData[2]), .clk(clk), .rst(rst), .q(readData[2]),.en(en));
   dff_wrapper b_3 (.d(writeData[3]), .clk(clk), .rst(rst), .q(readData[3]),.en(en));
   dff_wrapper b_4 (.d(writeData[4]), .clk(clk), .rst(rst), .q(readData[4]),.en(en));
   dff_wrapper b_5 (.d(writeData[5]), .clk(clk), .rst(rst), .q(readData[5]),.en(en));
   dff_wrapper b_6 (.d(writeData[6]), .clk(clk), .rst(rst), .q(readData[6]),.en(en));
   dff_wrapper b_7 (.d(writeData[7]), .clk(clk), .rst(rst), .q(readData[7]),.en(en));
   dff_wrapper b_8 (.d(writeData[8]), .clk(clk), .rst(rst), .q(readData[8]),.en(en));
   dff_wrapper b_9 (.d(writeData[9]), .clk(clk), .rst(rst), .q(readData[9]),.en(en));
   dff_wrapper b_10 (.d(writeData[10]), .clk(clk), .rst(rst), .q(readData[10]),.en(en));
   dff_wrapper b_11 (.d(writeData[11]), .clk(clk), .rst(rst), .q(readData[11]),.en(en));
   dff_wrapper b_12 (.d(writeData[12]), .clk(clk), .rst(rst), .q(readData[12]),.en(en));
   dff_wrapper b_13 (.d(writeData[13]), .clk(clk), .rst(rst), .q(readData[13]),.en(en));
   dff_wrapper b_14 (.d(writeData[14]), .clk(clk), .rst(rst), .q(readData[14]),.en(en));
   dff_wrapper b_15 (.d(writeData[15]), .clk(clk), .rst(rst), .q(readData[15]),.en(en));
endmodule
```
==> results.yml <==
# synthesis and place-and-route metrics
critical_path:
  regToRegEndpoint: "df13.d1.state"
  crit_fanout: 2
  setup.worst_path.class: "flop to output pin"
  critical_path_cell_count: 2
  regToRegSetupSlack_ns: 0.41
  slowest_stage: "sky130_fd_sc_hd__dfxtp_2"
  critPathRequiredTime_ns: 0.96
  crit-reg2reg-launch: "df13.d1.state"
  r2r.worst_path.cells: 3
  setup.worst_path.start_class: "flop"
  critical-path-max-stage-delay_ns: 0.34
  critical_path_buf_inv_count: 1
  worstPathArrival_ns: 1.02
  setup.worst_path.end_class: "output pin"
  worstPathCellList: "or2_4 -> buf_2"
  worst_setup_path_startpoint: "r5.b_11.d1.state"
  cell_type_group_with_the_largest_total_delay_on_the_critical_path: "flip-flops"
  crit_end: "instructout[11]"
final_layout:
  layout_top_cell_excl_fill_tap: "sky130_fd_sc_hd__clkdlybuf4s50_1"
  proportion_of_layout_cells_with_a_drive_suffix_above_1: 0.274
  layout.filler_cells: 604
  finalInstanceArea_mm2: 0.00683
  final_layout_top_logic_cells: "sky130_fd_sc_hd__clkdlybuf4s50_1, sky130_fd_sc_hd__dfxtp_2, sky130_fd_sc_hd__mux2i_1"
  instances_no_fill: 732
  syn2layout_area_growth_pct: 49.7
final_timing:
  skew_ns: 0
  period_minus_slack_ns: 1.26
  grt_setup_unrepaired: "yes"
  min_period_over_period: 1.05
  setup_viol: 1
  fmaxAchievable_mhz: 794
  timing_hold_violations_final: 0
  worstMarginPinSlew_ns: 0.538
  slew-limit-headroom: 0.641
  final_max_slew_viol_count: 0
  totalNegativeSetupSlack_ns: -0.0601
  layout_setup_ws_ns: -0.0601
floorplanning:
  fp_util: 0.521
  row_cnt: 34
  die_w_um: 97.5
  fp.dieArea_mm2: 0.00951
  design.portCount: 233
  core_region_area_mm2: 0.00876
  die_y_um: 97.5
clocking:
  total_number_of_h_tree_levels: 3
  clock_latency_ns: 0.36
  clk_root_buffer_cell: "sky130_fd_sc_hd__clkbuf_8"
  cts-buffers-inserted: 9
  clock_sinks: 106
  clock_slew_at_reported_path_ffs_ns: 0.11
  cts_hold_buf: 0
  cts-root-to-sink-buffers: 2
  cts_tree: "done"
logic_synthesis:
  synth_seq_share: 0.465
  yosysWarnings: 1
  netlist_top_cells_area: "sky130_fd_sc_hd__dfxtp_1, sky130_fd_sc_hd__mux2i_1, sky130_fd_sc_hd__buf_4, sky130_fd_sc_hd__nor2_1, sky130_fd_sc_hd__nor2b_1"
  synth_area_per_cell_um2: 10.1
  netlist.top_cell.by_area: "sky130_fd_sc_hd__dfxtp_1"
  ys_seq_elements: 106
  top_area_frac: 0.465
  chip_area_line_of_the_yosys_report_mm2: 0.00456
  syn_area_mm2: 0.00456
  post_synth_inst_count: 454
  synth_cell_type_count: 14
  synth_stat.cells: 454
drt:
  router_iterations_before_antenna_repair: 4
  final_wirelength_mm: 10.9
  post_detailed_route_drc_marker_count: 0
  avgRoutedWirePerCell_um: 14.9
  via_count: 3510
  detailedRoute.firstIterationViolations: 48
  drt.antenna.violating_nets: 0
  diode_count: 0
  detail_route.vias_per_cell: 4.80
placement:
  place_inst: 710
  globalplace.congestion: 0.805
  detailed_placer_s_ending_hpwl_mm: 8.05
  buffer_ports.inserted: 232
  place_area_mm2: 0.00650
job:
  number_of_warnings_in_the_stage_logs: 28
  drv.max_cap_violation_count: 0
global_route:
  grt_antenna_before_repair: 0
  grt_use_total: 0.231
  number_of_global_route_vias_before_repair: 3412
  congestion_overflow_gr: 0
  largest_net_degree_at_the_start_of_global_routing: 41
  global_route_wire_length_before_repair_mm: 17.1
outcome:
  run_status: "finished with violations"
  violations_in_the_final_reports: "negative setup slack"
power_and_ir_drop:
  powerDensity_mw_per_mm2: 1090
  total_power_mw: 7.47
  power.static_leakage_nw: 3.13
  vdd_ir_max_mv: 1.07
hold_path:
  min-delay-path-class: "primary input to flop"
-- cells in the mapped netlist --
library cell,count
sky130_fd_sc_hd__nand2b_1,3
sky130_fd_sc_hd__inv_1,1
sky130_fd_sc_hd__or2_2,1
sky130_fd_sc_hd__mux2i_1,103
sky130_fd_sc_hd__a21oi_1,3
sky130_fd_sc_hd__buf_2,10
sky130_fd_sc_hd__nor2_1,87
sky130_fd_sc_hd__a211oi_1,16
sky130_fd_sc_hd__buf_6,3
sky130_fd_sc_hd__nor2b_1,31
sky130_fd_sc_hd__nand3_1,3
sky130_fd_sc_hd__dfxtp_1,106
sky130_fd_sc_hd__buf_4,80
sky130_fd_sc_hd__clkbuf_1,7
-- report_power, final --
part / leakage, nW / internal [mW] / switching [mW]
clock network: 0.103 / 1.04 / 1.24
registers: 0.912 / 3.77 / 0.107
logic: 2.12 / 0.883 / 0.416
total: 3.13 / 5.70 / 1.76
-- worst min-delay path by stage --
| stage | start | endpoint | slack (ns) | cells past startpoint |
|---|---|---|---|---|
| 6_report | en | df21.d1.state | 0.25 | 3 |
| 5_1_grt | en | df21.d1.state | 0.26 | 3 |
| 4_1_cts | en | df21.d1.state | 0.23 | 3 |
-- area by class of cell --
type / instances / area [um^2] / share of cell area
Clock buffer: 10 / 138 / 0.0201
Inverter: 1 / 3.75 / 0.000549
Tap cell: 108 / 135 / 0.0198
Timing Repair Buffer: 254 / 2430 / 0.356
Sequential cell: 106 / 2250 / 0.330
Clock inverter: 6 / 72.6 / 0.0106
Multi-Input combinational cell: 247 / 1800 / 0.263
-- layer usage --
metal,track usage,share of wire
met1,0.313,0.42
met2,0.380,0.48
met3,0.0703,0.084
met4,0.0407,0.022
met5,0,0
-- cells by family (layout without fill, tap and decap cells) --
kind of cell / count (synthesis) / in the layout / synth area share
buf+inv: 101 / 271 / 0.157
flops: 106 / 106 / 0.465
simple gates: 125 / 125 / 0.123
compound gates: 19 / 19 / 0.0296
mux: 103 / 103 / 0.226
-- worst reg2reg max path, stage by stage, from the launching register on --
cell and delay [ns]:
sky130_fd_sc_hd__dfxtp_2 0.33, sky130_fd_sc_hd__buf_4 0.12, sky130_fd_sc_hd__mux2i_1 0.17, sky130_fd_sc_hd__nor2_1 0.05
-- per-stage QoR --
| stage | setup WS (ns) | hold slack (ns) | util |
|---|---|---|---|
| 2_1_floorplan | 0.153 | 0.387 | - |
| 3_3_place_gp | -0.183 | 0.454 | 0.742 |
| 3_5_place_dp | -0.193 | 0.468 | 0.742 |
| 4_1_cts | -0.0756 | 0.228 | 0.766 |
| 5_1_grt | -0.103 | 0.263 | 0.780 |
| 6_report | -0.0601 | 0.250 | 0.780 |
-- what timing repair did --
| action | in CTS | in global routing |
|---|---|---|
| pin swaps | 1 | 0 |
| setup endpoints to repair | 106 | 63 |
| setup buffers | 4 | 2 |
| gates resized | 250 | 57 |
Power is estimated from default activity; no workload was simulated.
