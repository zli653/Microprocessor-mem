==> flow/design.v <==
module dff (q, d, clk, rst);
    output         q;
    input          d;
    input          clk;
    input          rst;
    reg            state;
    assign #(1) q = state;
    always @(posedge clk) begin
      state = rst? 0 : d;
    end
endmodule
module reg_16b (
           readData,
           clk, rst, writeData
           );
   input        clk, rst;
   input [15:0] writeData;
   output [15:0] readData;
   dff b_0 (.d(writeData[0]), .clk(clk), .rst(rst), .q(readData[0]));
   dff b_1 (.d(writeData[1]), .clk(clk), .rst(rst), .q(readData[1]));
   dff b_2 (.d(writeData[2]), .clk(clk), .rst(rst), .q(readData[2]));
   dff b_3 (.d(writeData[3]), .clk(clk), .rst(rst), .q(readData[3]));
   dff b_4 (.d(writeData[4]), .clk(clk), .rst(rst), .q(readData[4]));
   dff b_5 (.d(writeData[5]), .clk(clk), .rst(rst), .q(readData[5]));
   dff b_6 (.d(writeData[6]), .clk(clk), .rst(rst), .q(readData[6]));
   dff b_7 (.d(writeData[7]), .clk(clk), .rst(rst), .q(readData[7]));
   dff b_8 (.d(writeData[8]), .clk(clk), .rst(rst), .q(readData[8]));
   dff b_9 (.d(writeData[9]), .clk(clk), .rst(rst), .q(readData[9]));
   dff b_10 (.d(writeData[10]), .clk(clk), .rst(rst), .q(readData[10]));
   dff b_11 (.d(writeData[11]), .clk(clk), .rst(rst), .q(readData[11]));
   dff b_12 (.d(writeData[12]), .clk(clk), .rst(rst), .q(readData[12]));
   dff b_13 (.d(writeData[13]), .clk(clk), .rst(rst), .q(readData[13]));
   dff b_14 (.d(writeData[14]), .clk(clk), .rst(rst), .q(readData[14]));
   dff b_15 (.d(writeData[15]), .clk(clk), .rst(rst), .q(readData[15]));
endmodule
module rf (
           readData1, readData2, err,
           clk, rst, readReg1Sel, readReg2Sel, writeRegSel, writeData, writeEn
           );
   input        clk, rst;
   input [2:0]  readReg1Sel;
   input [2:0]  readReg2Sel;
   input [2:0]  writeRegSel;
   input [15:0] writeData;
   input        writeEn;
   output [15:0] readData1;
   output [15:0] readData2;
   output        err;
   wire dec_0,dec_1,dec_2,dec_3,dec_4,dec_5,dec_6,dec_7,err_0,err_1,err_2,err_3,err_4;
   wire[15:0] write_0,write_1,write_2,write_3,write_4,write_5,write_6,write_7;
   wire[15:0] read_0,read_1,read_2,read_3,read_4,read_5,read_6,read_7;	
   assign err_0 = (^readReg1Sel === 1'bX) ? 1'b1 : 1'b0;
   assign err_1 = (^readReg2Sel === 1'bX) ? 1'b1 : 1'b0;
   assign err_2 = (^writeRegSel === 1'bX) ? 1'b1 : 1'b0;
   assign err_3 = (^writeData === 1'bX) ? 1'b1 : 1'b0;
   assign err_4 = (^writeEn === 1'bX) ? 1'b1 : 1'b0;
   assign err = 0;
   reg_16b reg_0 (.clk(clk),.rst(rst),.writeData(write_0),.readData(read_0));
   reg_16b reg_1 (.clk(clk),.rst(rst),.writeData(write_1),.readData(read_1));
   reg_16b reg_2 (.clk(clk),.rst(rst),.writeData(write_2),.readData(read_2));
   reg_16b reg_3 (.clk(clk),.rst(rst),.writeData(write_3),.readData(read_3));
   reg_16b reg_4 (.clk(clk),.rst(rst),.writeData(write_4),.readData(read_4));
   reg_16b reg_5 (.clk(clk),.rst(rst),.writeData(write_5),.readData(read_5));
   reg_16b reg_6 (.clk(clk),.rst(rst),.writeData(write_6),.readData(read_6));
   reg_16b reg_7 (.clk(clk),.rst(rst),.writeData(write_7),.readData(read_7));
   assign dec_0 = (writeRegSel == 3'd0) ? 1'b1 : 1'b0;
   assign dec_1 = (writeRegSel == 3'd1) ? 1'b1 : 1'b0;
   assign dec_2 = (writeRegSel == 3'd2) ? 1'b1 : 1'b0;
   assign dec_3 = (writeRegSel == 3'd3) ? 1'b1 : 1'b0;
   assign dec_4 = (writeRegSel == 3'd4) ? 1'b1 : 1'b0;
   assign dec_5 = (writeRegSel == 3'd5) ? 1'b1 : 1'b0;
   assign dec_6 = (writeRegSel == 3'd6) ? 1'b1 : 1'b0;
   assign dec_7 = (writeRegSel == 3'd7) ? 1'b1 : 1'b0;
   assign write_0 = (writeEn & dec_0) == 1'd1 ? writeData : read_0;
   assign write_1 = (writeEn & dec_1) == 1'd1 ? writeData : read_1;
   assign write_2 = (writeEn & dec_2) == 1'd1 ? writeData : read_2;
   assign write_3 = (writeEn & dec_3) == 1'd1 ? writeData : read_3;
   assign write_4 = (writeEn & dec_4) == 1'd1 ? writeData : read_4;
   assign write_5 = (writeEn & dec_5) == 1'd1 ? writeData : read_5;
   assign write_6 = (writeEn & dec_6) == 1'd1 ? writeData : read_6;
   assign write_7 = (writeEn & dec_7) == 1'd1 ? writeData : read_7;
   assign readData1 = (readReg1Sel == 3'd0) ? read_0
   	: (readReg1Sel == 3'd1) ? read_1
   	: (readReg1Sel == 3'd2) ? read_2
   	: (readReg1Sel == 3'd3) ? read_3
   	: (readReg1Sel == 3'd4) ? read_4
   	: (readReg1Sel == 3'd5) ? read_5
   	: (readReg1Sel == 3'd6) ? read_6
   	: (readReg1Sel == 3'd7) ? read_7
	: 16'd0;
   assign readData2 = (readReg2Sel == 3'd0) ? read_0
   	: (readReg2Sel == 3'd1) ? read_1
   	: (readReg2Sel == 3'd2) ? read_2
   	: (readReg2Sel == 3'd3) ? read_3
   	: (readReg2Sel == 3'd4) ? read_4
   	: (readReg2Sel == 3'd5) ? read_5
   	: (readReg2Sel == 3'd6) ? read_6
   	: (readReg2Sel == 3'd7) ? read_7
	: 16'd0;
endmodule
module rf_bypass (
                  readData1, readData2, err,
                  clk, rst, readReg1Sel, readReg2Sel, writeRegSel, writeData, writeEn
                  );
   input        clk, rst;
   input [2:0]  readReg1Sel;
   input [2:0]  readReg2Sel;
   input [2:0]  writeRegSel;
   input [15:0] writeData;
   input        writeEn;
   output [15:0] readData1;
   output [15:0] readData2;
   output        err;
   wire[15:0] 	rd1,rd2;
   wire 	int1,int2;
   rf rf_0 (.clk(clk),.rst(rst),.readReg1Sel(readReg1Sel),.readReg2Sel(readReg2Sel),
	   .writeRegSel(writeRegSel),.writeData(writeData),.writeEn(writeEn),.readData1(rd1),
	   .readData2(rd2),.err(err));
   assign int1 = (writeRegSel == readReg1Sel) ? 1'b1 : 1'b0;
   assign readData1 = (int1 & writeEn) == 1'b1 ? writeData : rd1; 
   assign int2 = (writeRegSel == readReg2Sel) ? 1'b1 : 1'b0;
   assign readData2 = (int2 & writeEn) == 1'b1 ? writeData : rd2; 
endmodule
==> flow/run.sh <==
#!/bin/bash
# OpenROAD 26Q1-2900-gdf79404cd8, Yosys 0.63+post, stock flow scripts
make -C /OpenROAD-flow-scripts/flow DESIGN_CONFIG=/design/flow/config.mk WORK_HOME=/design/flow/orfs finish
==> flow/config.mk <==
export PLATFORM = sky130hd
export DESIGN_NAME = rf_bypass
export DESIGN_NICKNAME = rf_bypass
export VERILOG_FILES = /design/flow/design.v
export SDC_FILE = /design/flow/constraint.sdc
export NUM_CORES = 4
export LEC_CHECK = 1
export CORE_UTILIZATION = 40
==> flow/constraint.sdc <==
current_design rf_bypass

set clk_period 3.2
set clk_io_pct 0.2

create_clock -name clk0 -period $clk_period [get_ports {clk}]

set non_clock_inputs [all_inputs -no_clocks]
set_input_delay [expr $clk_period * $clk_io_pct] -clock clk0 $non_clock_inputs
set_output_delay [expr $clk_period * $clk_io_pct] -clock clk0 [all_outputs]
==> deck_impl_summary.md <==
Flow Results at a Glance

Setup path
  • Startpoint Class: input pin
  • CP endpoint kind: output port
  • Crit-path slowest cell: clkdlybuf4s50_1
  • CP max FO: 35
  • Max stage delay on crit path: around 510 ps
  • Crit path DRT: 2560 ps
  • Buf/Inv on CP: 4
  • Kind of critical path: input pin to output port
  • Cells along the critical path: buf_2 -> buf_12 -> nand2b_1 -> buf_4 -> o22ai_1 -> a22o_1 -> clkdlybuf4s50_1
  • CP arrival: around 2500 ps
  • RR Startpoint: rf_0.reg_1.b_1.state
  • Critical path origin: readReg2Sel[0]
  • Largest delay share family, worst path: buffers and inverters

Pwr
  • Maximum vdd drop: roughly 470 uV
  • Leakage power: around 3.4 nW
  • Pwr dens: roughly 480 nW/um2

Logic synthesis
  • Cell taking the most area after synthesis: dfxtp_1
  • Post-Syn Area: 7280 um2
  • Ys cells: ~930
  • Gate Count Post-Synth: between 900 and 1000
  • Unique cell type count in the Yosys netlist: 42
  • Synth Warn #: 1
  • Main flop type: dfxtp_1
  • Top cells by count, synth: nand2_1, a21oi_1, dfxtp_1
  • Synth Register Bits: ~130
  • Post-synth ARST share: 0
  • Top-area cell share: 0.352
  • Post-synth area from yosys stat: approximately 7300 um2
  • Sequential-to-total area share from yosys stat: 0.352
  • Most frequent cell after synthesis: nand2_1
  • Biggest area cells: dfxtp_1, nand2_1, a21oi_1
  • Synthesized area per cell: 7.84 um2
  • EDFF count, synth: 0

Timing
  • Post-route minimum period: about 3100 ps
  • F_max: 0.318 GHz
  • Clock Skew: 0 ps
  • Measured slew at the worst slew-check pin: 650 ps
  • Hold Violations, Final: 0
  • Min Hold Slack: 468 ps
  • Final Max Slew Viols: 0
  • Final setup viols: 0
  • Slew margin rel.: 0.567
  • Final Cycle Share: 0.983

CTS
  • Clk buf depth: 2
  • Clk latency late pin: between 400 and 500 ps
  • H-tree lvl count: 4
  • Clk root buf: clkbuf_16
  • CTS Hold Buffers Added: 0
  • Clk slew on worst S/H paths: about 60 ps
  • Total CTS buffers: 17
  • Clock Sinks: approximately 130
  • CTS tree: done

Worst hold path
  • Min-delay worst type: flip-flop to flip-flop
  • Hold Crit Start: rf_0.reg_3.b_8.state

Drt
  • Initial DRC Count: 616
  • Via count: a little over 7000
  • Drt pass-1 iters: 5
  • Number of vias per cell: about 5.8
  • Final wirelength: between 20 and 30 mm
  • Wire per inst: roughly 21 um
  • Post-route antenna net violation count: 0
  • DRC violations left: 0
  • Diode count: 0

Floorplan
  • Initial Util: 0.415
  • Die width: approximately 140 um
  • IO Pins: ~60
  • Rows: between 40 and 50
  • DIE HEIGHT: roughly 140 um
  • Die ar.: 18700 um2
  • Core box area: about 18000 um2

GRT
  • First-pass GRT wire length: ~40 mm
  • GRT Util Overall: 0.298
  • Total grt overflow: 0
  • Met2 global-route usage: 0.460
  • Initial antenna violation count: 0
  • GR peak layer: met2
  • Grt met1 use: 0.420
  • Met3 Use GR: 0.0718
  • Pin count of the biggest net entering global routing: 72
  • Vias in the first global route: about 6700

Place
  • Placement Cell Area: ~8500 um2
  • Dpl hpwl: between 15 and 20 mm
  • Buffers on Ports: 59
  • Final estimated routing congestion in global placement: 0.904

Outcome
  • Result of the run: complete, no violations

Job
  • Tally of OpenROAD warnings: 25
  • Max-Cap Viols: 0

Finish
  • Area delta synth->final: 28.3%
  • Layout cell share with drive strength beyond 1: 0.186
  • # fillers: 1585
  • Final Cell Area: approximately 9300 um2
stage by stage:
step / total power [mW] / util / setup slack (ps) / setup TNS [ps] / cells
finish: 4.48 / 0.532 / 53.3 / 0 / 1255
global route: 4.62 / 0.532 / -0.254 / -0.254 / 1255
CTS: 4.48 / 0.531 / 33.5 / 0 / 1253
detailed placement: 2.30 / 0.483 / -319 / -4370 / 1216
global placement: 2.30 / 0.483 / -299 / -4290 / 1216
floorplan: 2.01 / - / 930 / 0 / 928
cell type report:
class	instances	area, um2	share of cell area
Tap cell	225	282	0.0302
Clock inverter	12	206	0.0221
Sequential cell	128	2560	0.274
Multi-Input combinational cell	693	4260	0.457
Timing Repair Buffer	157	1490	0.160
Clock buffer	20	457	0.0489
Inverter	20	75.1	0.00804
what timing repair did:
action | 4_1_cts | 5_1_grt
cloned | 2 | 0
setup endpoints to repair | 28 | 9
gates resized | 30 | 7
pin swaps | 6 | 0
setup buffers | 3 | 2
layout by cell type (no fill, tap or decap), drive strengths merged, types with 6 or more instances in the layout:
| cell type | synthesis | routed |
|---|---|---|
| o22ai | 14 | 14 |
| nand2 | 275 | 275 |
| mux2i | 48 | 48 |
| nor2 | 26 | 26 |
| inv | 20 | 21 |
| nand2b | 17 | 17 |
| a21oi | 150 | 150 |
| mux4 | 30 | 30 |
| clkbuf | 37 | 22 |
| dfxtp | 128 | 128 |
| xnor2 | 6 | 6 |
| nor2b | 10 | 10 |
| nor4b | 6 | 6 |
| mux2 | 6 | 6 |
| buf | 50 | 101 |
| clkdlybuf4s50 | 0 | 44 |
| o21ai | 43 | 43 |
| dlygate4sd2 | 0 | 8 |
| a31oi | 15 | 15 |
worst min-delay path, stage by stage, from the launching register on:
cell and delay [ps]:
dfxtp_1 310, nand2_1 50, a21oi_1 50
where the power goes:
part | leakage, nW | switching, mW | internal, mW
Clock | 0.309 | 0.750 | 1.43
Sequential | 1.04 | 0.0255 | 1.63
Combinational | 2.07 | 0.345 | 0.305
Total | 3.42 | 1.12 | 3.36
path summary, 6_finish.rpt:
path,depth (start not counted),slack [ps],end
setup / recovery,7,50,readData2[1]
hold / removal,2,470,rf_0.reg_3.b_8.state
setup reg to reg,2,2530,rf_0.reg_1.b_1.state
hold reg to reg,2,470,rf_0.reg_3.b_8.state
metal layers:
metal / wire, um / share of wire
met4: 1050 / 0.040
met2: 12100 / 0.46
met3: 1830 / 0.070
met1: 11200 / 0.43
met5: 0 / 0
logic make-up after synthesis:
| kind of cell | share of synthesized area |
|---|---|
| flip-flops | 0.352 |
| multiplexers | 0.169 |
| buffers and inverters | 0.0734 |
| XOR/XNOR | 0.00722 |
| AND-OR/OR-AND | 0.182 |
| other | 0.000515 |
| AND/OR/NAND/NOR | 0.216 |
Power figures rest on the tool's default switching activity, not on a simulated workload.
